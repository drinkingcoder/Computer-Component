==> flow/config.mk <==
export PLATFORM = sky130hd
export DESIGN_NAME = int_calc
export DESIGN_NICKNAME = int_calc
export VERILOG_FILES = /design/flow/design.v
export SDC_FILE = /design/flow/constraint.sdc
export NUM_CORES = 4
export LEC_CHECK = 1
export CORE_UTILIZATION = 40
==> flow/constraint.sdc <==
current_design int_calc

set clk_period 25.9
set clk_io_pct 0.2

create_clock -name clk0 -period $clk_period [get_ports {clk}]

set non_clock_inputs [all_inputs -no_clocks]
set_input_delay [expr $clk_period * $clk_io_pct] -clock clk0 $non_clock_inputs
set_output_delay [expr $clk_period * $clk_io_pct] -clock clk0 [all_outputs]
==> flow/design.v <==
`timescale 1ns / 1ps
module adder_1bit(a, b, ci, s, co);
	input wire a,b,ci;
	output wire s,co;
	and (c1,a,b), (c2,b,ci), (c3,a,ci);
	xor (s1,a,b), (s,s1,ci);
	or (co,c1,c2,c3);
endmodule
`timescale 1ns / 1ps
module adder_32bits(A, B, Ctr, S, Co,Cy);
	parameter size=32;
   input [size:1] A;
   input [size:1] B;
   input Ctr;
   output [size:1] S;
   output Co;
	output Cy;
	wire[size-1:1]  Ctemp;
	wire[size:1]    Bo;
	assign Bo={32{Ctr}}^B;
adder_1bit 	A1(.a(A[1]),.b(Bo[1]),.ci(Ctr),.s(S[1]),.co(Ctemp[1])),
		A2(A[2],Bo[2],Ctemp[1],S[2],Ctemp[2]),
		A3(A[3],Bo[3],Ctemp[2],S[3],Ctemp[3]),
		A4(A[4],Bo[4],Ctemp[3],S[4],Ctemp[4]),
		A5(A[5],Bo[5],Ctemp[4],S[5],Ctemp[5]),
		A6(A[6],Bo[6],Ctemp[5],S[6],Ctemp[6]),
		A7(A[7],Bo[7],Ctemp[6],S[7],Ctemp[7]),
		A8(A[8],Bo[8],Ctemp[7],S[8],Ctemp[8]),
		A9(A[9],Bo[9],Ctemp[8],S[9],Ctemp[9]),
		A10(A[10],Bo[10],Ctemp[9],S[10],Ctemp[10]),
		A11(A[11],Bo[11],Ctemp[10],S[11],Ctemp[11]),
		A12(A[12],Bo[12],Ctemp[11],S[12],Ctemp[12]),
		A13(A[13],Bo[13],Ctemp[12],S[13],Ctemp[13]),
		A14(A[14],Bo[14],Ctemp[13],S[14],Ctemp[14]),
		A15(A[15],Bo[15],Ctemp[14],S[15],Ctemp[15]),
		A16(A[16],Bo[16],Ctemp[15],S[16],Ctemp[16]),
		A17(A[17],Bo[17],Ctemp[16],S[17],Ctemp[17]),
		A18(A[18],Bo[18],Ctemp[17],S[18],Ctemp[18]),
		A19(A[19],Bo[19],Ctemp[18],S[19],Ctemp[19]),
		A20(A[20],Bo[20],Ctemp[19],S[20],Ctemp[20]),
		A21(A[21],Bo[21],Ctemp[20],S[21],Ctemp[21]),
		A22(A[22],Bo[22],Ctemp[21],S[22],Ctemp[22]),
		A23(A[23],Bo[23],Ctemp[22],S[23],Ctemp[23]),
		A24(A[24],Bo[24],Ctemp[23],S[24],Ctemp[24]),
		A25(A[25],Bo[25],Ctemp[24],S[25],Ctemp[25]),
		A26(A[26],Bo[26],Ctemp[25],S[26],Ctemp[26]),
		A27(A[27],Bo[27],Ctemp[26],S[27],Ctemp[27]),
		A28(A[28],Bo[28],Ctemp[27],S[28],Ctemp[28]),
		A29(A[29],Bo[29],Ctemp[28],S[29],Ctemp[29]),
		A30(A[30],Bo[30],Ctemp[29],S[30],Ctemp[30]),
		A31(A[31],Bo[31],Ctemp[30],S[31],Ctemp[31]),
		A32(A[32],Bo[32],Ctemp[31],S[32],Co);
		assign Cy=(!(A[31]^Bo[31]))*(A[31]^S[31]);
endmodule
module div_64_32_32(clk, a, b, quo, mod);
   input clk;
   input [63:0] a;
   input [31:0] b;
   output reg [31:0] quo, mod;
   reg [31:0]        quo_r, mod_r;
   parameter START = 2'b00, CALC = 2'b01, FIN = 2'b11;
   reg [1:0]         state = START;
   reg [4:0]         count = 5'b00000;
   wire [31:0]       tmp_sum;
   reg               op;
   adder_32bits adder_m(.A(mod_r),
                        .B(b),
                        .Ctr(op),
                        .S(tmp_sum),
                        .Co(),
                        .Cy());
   always @(posedge clk) begin
      case (state)
        START: begin
           mod_r <= a[62:31];
           quo_r <= {32{a[30:0], 1'b0}};
           op <= 1;     
           state <= CALC;
        end
        CALC: begin
           if (count != 5'b11111) begin
              mod_r <= {32{tmp_sum[30:0], quo_r[31]}};
           quo_r <= {32{quo_r[30:0], ~tmp_sum[31]}};
           op <= ~tmp_sum[31];
           count <= count + 1;
        end
           else begin
              quo_r <= {32{quo_r[30:0], ~tmp_sum[31]}};
              mod_r <= tmp_sum[31] ? tmp_sum + b : tmp_sum;
              state <= FIN;
              count <= 5'b00000;
           end
        end
        FIN: begin
           quo <= quo_r;
           mod <= mod_r;
           state <= START;
           count <= 5'b00000;
        end
        default:;
      endcase  
   end  
endmodule  
module int_calc(clk, A, B, int_add, int_sub, int_mul, int_div, int_mod, addCo, addCy, subCo, subCy);
   input clk;
   input [63:0] A;
   input [31:0] B;
   output [31:0] int_add;
   output [31:0] int_sub;
   output [63:0] int_mul;
   output [31:0] int_div;
   output [31:0] int_mod;
	output addCo;
	output addCy;
	output subCo;
	output subCy;
   adder_32bits adder(.A(A[31:0]),
                      .B(B[31:0]),
                      .Ctr(1'b0),
                      .S(int_add),
                      .Co(addCo),
                      .Cy(addCy));
   adder_32bits suber(.A(A[31:0]),
                      .B(B[31:0]),
                      .Ctr(1'b1),
                      .S(int_sub),
                      .Co(subCo),
                      .Cy(subCy));
   mul_32_32_64 muler(.clk(clk),
                      .a(A[31:0]),
                      .b(B[31:0]),
                      .out(int_mul));
   div_64_32_32 diver(.clk(clk),
                      .a(A[63:0]),
                      .b(B[31:0]),
                      .quo(int_div),
                      .mod(int_mod));
endmodule  
module mul_32_32_64(clk, a, b, out);
   input clk;
   input [31:0] a, b;
   output reg [63:0] out;
   reg [63:0]        out_r;
   parameter START = 1'b0, CALC = 1'b1;
   reg [4:0]         count = 5'b00000;
   reg               state = START;
   reg               last = 0;
   wire [31:0]       tmp_sum;
   wire [31:0]       addend;
   wire [2:0]        booth;
   assign booth = {3{out_r[1:0], last}};
   assign addend = (booth[1] ^ booth[0]) ? a : {32{a[30:0], 1'b0}} & {32{booth[2] ^ booth[0]}};
   adder_32bits adder_m(.A(out_r[63:32]),
                        .B(addend),
                        .Ctr(booth[2]),     
                        .S(tmp_sum),
                        .Co(),
                        .Cy());
   always @(posedge clk) begin
      case (state)
        START: begin
           out_r <= b;
           state <= CALC;
        end
        CALC: begin
           if (~count[4]) begin
              count <= count + 1;
              out_r[63:62] <= {2{tmp_sum[31]}};
              out_r[61:30] <= tmp_sum[31:0];
              out_r[29:0] <= out_r[31:2];
              last <= out_r[1];
           end  
           else begin
              out <= out_r;
              state <= START;
              count <= 5'b00000;
           end
        end  
        default:;
      endcase  
   end  
endmodule  
==> flow/run.sh <==
#!/bin/bash
# OpenROAD 26Q1-2900-gdf79404cd8, Yosys 0.63+post, stock flow scripts
make -C /OpenROAD-flow-scripts/flow DESIGN_CONFIG=/design/flow/config.mk WORK_HOME=/design/flow/orfs finish
==> deck_impl_summary.md <==
Run Summary

Placed design
  – Port buffer count: 291
  – Pre-CTS setup slack: roughly 1.7 ns
  – RD Place Congestion: between 0.9 and 1
  – HPWL after DPL: 33590 µm
  – Number of placed cells counting well taps: around 2100

Power
  – Worst vdd ir: around 41 µV
  – Leak pwr: 0.007753 µW
  – Power per cell area: roughly 53 nW/µm²

Job
  – Maxcap violations: 0
  – Tool Warnings: 31

Finish
  – Post-Layout Cell Count: 2157
  – Layout fillers: 3612
  – Logic area: 7415 µm²
  – Register area: 8009 µm²
  – Share of cells above drive strength 1: 0.06589
  – Area Overhead vs Synth: 23.55%

Route
  – Final wirelength: 44980 µm
  – Vias: 11330
  – DR WL/cell: 20.85 µm
  – Vias/cell: 5.253
  – Residual DRC: 0
  – Iteration-0 DRC count of the detailed router: around 600
  – Drt first pass iters: 5
  – Antenna-violating nets left: 0

Clocking
  – TritonCTS buffer count: 30
  – Reg clk slew, reported paths: 0.06 ns
  – Post-CTS setup buffers: 0
  – Clock root buffer: clkbuf_16
  – Hold Buf Count CTS: 0
  – Max Buffers Root-to-Sink: 3
  – Clock Latency Late Sink: 0.58 ns
  – TritonCTS clock tree: built
  – CTS H-tree lvls: 1
  – Resized cells post-CTS: 0
  – TritonCTS Sinks: between 200 and 300

Worst setup path
  – CP Capture Type: primary output
  – WS Path Type: input port to primary output
  – Critical path fanouts, max: 5
  – Crit path DAT: about 19 ns
  – Slowest Stage Delay on Critical Path: 0.63 ns
  – CP Data Required Time: 20.72 ns
  – CP most frequent cell: fa_1
  – CP max stage cell: clkdlybuf4s50_1
  – CP startpoint kind: input port

Timing
  – Slew @ Worst Pin: 0.7941 ns
  – Worst rel slew slack: 0.4687
  – Max Clock Skew: roughly 0.033 ns
  – Setup ws final: around 1.7 ns
  – Final Hold Viols: 0
  – Unrepaired setup endpoints after global routing: false
  – Cycle use final: 0.9357
  – Setup TNS: 0 ns
  – Final number of setup-violating endpoints: 0
  – Final min period: approximately 24 ns
  – Max Fclk: just over 40 MHz
  – Fin. max-slew vios: 0

Floorplan
  – Core Util at FP: 0.4056
  – Core ar.: between 40000 and 50000 µm²
  – Die Area: around 42000 µm²
  – I/O pins: 293
  – Std cell rows: 74
  – Die X-Extent: just over 200 µm
  – Die height: slightly above 200 µm

Synth
  – Yosys Instances: 1397
  – Synth warnings: 6
  – Synth Cell Area: 16600 µm²
  – Post-synth EDFFs: about 270
  – Register share after synthesis: 0.4824
  – Registers, synthesis: 267
  – Async SR Flop Fraction: 0
  – Main flop type: edfxtp_1
  – Cells after Synth: 1397
  – Cell Type Count: 69
  – Synth Area per Inst: 11.88 µm²
  – Chip Area, Yosys: 16600 µm²

Global routing
  – Initial antenna violation count: 3
  – Vias in the first global route: around 11000
  – Grt ovf: 0
  – Largest net degree at the start of global routing: 71
  – GR Util All Layers: 0.2310
  – First-pass GRT wire length: 67520 µm

Hold path
  – Hold Path Class: register to register

Run status
  – Run status: finished, final reports clean
-- worst max-delay path, delay by kind of cell --
kind          cells  cell delay [ns]
xor+xnor          1             0.14
fa+ha+maj        31            12.34
buf+inv           4             1.28
simple gates      1             0.10
-- cells by family (layout without fill, tap and decap cells) --
family                   Yosys count  count (layout)  synth area share
XOR/XNOR                          67              67           0.03535
multiplexers                      38              38           0.02517
AND/OR/NAND/NOR                  283             283           0.08253
buffers and inverters            255             482           0.07401
AND-OR/OR-AND                    322             322            0.1207
other                              0               1                 0
flip-flops                       267             267            0.4824
adder cells (fa/ha/maj)          165             165            0.1798
-- path summary, 6_finish.rpt --
| path | startpoint | to | slack (ns) | depth (start not counted) |
|---|---|---|---|---|
| worst min-delay path | muler.out_r[2] | muler.out[2] | 0.44 | 0 |
| worst max-delay path | A[0] | subCy | 1.67 | 37 |
| worst min register to register | muler.out_r[2] | muler.out[2] | 0.44 | 0 |
| worst max register to register | diver.op | diver.mod_r[31] | 9.67 | 40 |
-- final cells by class --
| type | count | area share |
|---|---|---|
| inverter | 119 | 0.02178 |
| antenna | 1 | 0.0001220 |
| clock buffer | 36 | 0.03874 |
| clock inverter | 19 | 0.006650 |
| tap | 532 | 0.03245 |
| timing repair buffer | 308 | 0.1482 |
| sequential | 267 | 0.3905 |
| multi-input combinational | 875 | 0.3615 |
-- layout by cell type, fill, tap and decap left out, types with 12 or more instances in the layout --
cell | netlist | layout
clkdlybuf4s50_1 | 0 | 291
edfxtp_1 | 266 | 266
fa_1 | 123 | 123
inv_1 | 118 | 117
o21ai_0 | 87 | 87
a21oi_1 | 85 | 85
nand2_1 | 81 | 79
nor2_1 | 70 | 69
xor2_1 | 48 | 47
ha_1 | 41 | 38
nor2b_1 | 35 | 35
a211oi_1 | 32 | 32
clkbuf_16 | 0 | 31
nand3_1 | 30 | 30
a22oi_1 | 30 | 30
mux2_2 | 30 | 30
nand2b_1 | 20 | 20
xnor2_1 | 19 | 19
buf_4 | 70 | 17
o211ai_1 | 16 | 16
o21ai_1 | 13 | 13
clkinv_1 | 1 | 12
-- synth_stat cells (10+ instances only) --
library cell	number	area (µm²)
a211oi_1	32	240.2
a21o_1	10	75.07
a21oi_1	85	425.4
a22oi_1	30	225.2
buf_1	10	37.54
buf_4	70	525.5
clkbuf_1	49	183.9
edfxtp_1	266	7988
fa_1	123	2462
ha_1	41	513.0
inv_1	118	442.9
mux2_2	30	337.8
nand2_1	81	304.0
nand2b_1	20	125.1
nand3_1	30	150.1
nor2_1	70	262.8
nor2b_1	35	219.0
nor3_1	11	55.05
o211ai_1	16	120.1
o21ai_0	87	435.4
o21ai_1	13	65.06
xnor2_1	19	166.4
xor2_1	48	420.4
-- registers in the layout (all words and copies together) (netlist names), 2 cells and up --
signal and cells:
diver.count 5, diver.quo 32, muler.out 62, diver.mod 32, diver.quo_r 32, diver.state 2
diver.mod_r 32, muler.out_r 62, muler.count 5
-- per-stage QoR --
stage | total power [µW] | hold WS, ns | instance area (µm²) | utilization
floorplan | 606.7 | 0.4204 | 16600 | -
detailed placement | 682.3 | 0.4299 | 19580 | 0.4784
global route | 1135 | 0.4539 | 20510 | 0.5011
global placement | 681.8 | 0.4233 | 19580 | 0.4784
CTS | 1096 | 0.4404 | 20510 | 0.5011
finish | 1081 | 0.4415 | 20510 | 0.5012
-- report_power, final --
part           switching [µW]  internal, µW
Combinational            98.9           102
Clock                     173           236
Sequential                  0           471
-- layer usage --
layer / GRT usage / up-vias / part of all wire
li1: - / 5283 / -
met1: 0.3362 / 5611 / 0.40
met5: 0 / - / 0.00056
met2: 0.3604 / 393 / 0.49
met3: 0.08720 / 40 / 0.10
met4: 0.02989 / 4 / 0.013
Power and IR drop assume default switching activity.
