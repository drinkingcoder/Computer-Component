[design/flow/run.sh]
#!/bin/bash
# OpenROAD 26Q1-2900-gdf79404cd8, Yosys 0.63+post, stock flow scripts
make -C /OpenROAD-flow-scripts/flow DESIGN_CONFIG=/design/flow/config.mk WORK_HOME=/design/flow/orfs finish
[design/flow/config.mk]
export PLATFORM = sky130hd
export DESIGN_NAME = Input
export DESIGN_NICKNAME = Input
export VERILOG_FILES = /design/flow/design.v
export SDC_FILE = /design/flow/constraint.sdc
export NUM_CORES = 4
export LEC_CHECK = 1
export CORE_UTILIZATION = 30
[design/flow/constraint.sdc]
current_design Input

set clk_period 3.3
set clk_io_pct 0.2

create_clock -name clk0 -period $clk_period [get_ports {push_out}]

set non_clock_inputs [all_inputs -no_clocks]
set_input_delay [expr $clk_period * $clk_io_pct] -clock clk0 $non_clock_inputs
set_output_delay [expr $clk_period * $clk_io_pct] -clock clk0 [all_outputs]
[design/flow/design.v]
`timescale 1ns / 1ps
module Input(input [2:0] push_out,
			input [4:0] disp_ctr,
			input [1:0] disp_bit,
			output reg [63:0] A=64'hFEDCBA9876543210,
			output reg [63:0] B=64'h0123456789ABCDEF,
			output reg [1:0] state=2'b01,
			output reg [3:0] blinke);
    always @(posedge push_out[0]) begin
        if (disp_ctr[4:0]<=5'b00001)
            if (!push_out[1])
                state<=state-1;
            else
                state<=state+1;
        else
            state<=state;
    end
    always
        if (disp_ctr[4:0]<5'b00010)
            case (state[1:0])
                2'b00: blinke<=4'b0001;
                2'b01: blinke<=4'b0010;
                2'b10: blinke<=4'b0100;
                2'b11: blinke<=4'b1000;
            endcase
        else
            blinke<=4'b0000;
    always @(posedge push_out[2]) begin
        if (disp_ctr[4:0]==5'b00000) begin
            case ({disp_bit[1:0],state})
                4'b0000: begin A[3:0]<=A[3:0]+1; end
                4'b0001: begin A[7:4]<=A[7:4]+1; end
                4'b0010: begin A[11:8]<=A[11:8]+1; end
                4'b0011: begin A[15:12]<=A[15:12]+1; end
                4'b0100: begin A[19:16]<=A[19:16]+1; end
                4'b0101: begin A[23:20]<=A[23:20]+1; end
                4'b0110: begin A[27:24]<=A[27:24]+1; end
                4'b0111: begin A[31:28]<=A[31:28]+1; end
                4'b1000: begin A[35:32]<=A[35:32]+1; end
                4'b1001: begin A[39:36]<=A[39:36]+1; end
                4'b1010: begin A[43:40]<=A[43:40]+1; end
                4'b1011: begin A[47:44]<=A[47:44]+1; end
                4'b1100: begin A[51:48]<=A[51:48]+1; end
                4'b1101: begin A[55:52]<=A[55:52]+1; end
                4'b1110: begin A[59:56]<=A[59:56]+1; end
                4'b1111: begin A[63:60]<=A[63:60]+1; end
            endcase
        end
        else if (disp_ctr[4:0]==5'b00001)
            begin
                case ({disp_bit[1:0],state})
					4'b0000: begin B[3:0]<=B[3:0]+1; end
					4'b0001: begin B[7:4]<=B[7:4]+1; end
					4'b0010: begin B[11:8]<=B[11:8]+1; end
					4'b0011: begin B[15:12]<=B[15:12]+1; end
					4'b0100: begin B[19:16]<=B[19:16]+1; end
					4'b0101: begin B[23:20]<=B[23:20]+1; end
					4'b0110: begin B[27:24]<=B[27:24]+1; end
					4'b0111: begin B[31:28]<=B[31:28]+1; end
					4'b1000: begin B[35:32]<=B[35:32]+1; end
					4'b1001: begin B[39:36]<=B[39:36]+1; end
					4'b1010: begin B[43:40]<=B[43:40]+1; end
					4'b1011: begin B[47:44]<=B[47:44]+1; end
					4'b1100: begin B[51:48]<=B[51:48]+1; end
					4'b1101: begin B[55:52]<=B[55:52]+1; end
					4'b1110: begin B[59:56]<=B[59:56]+1; end
					4'b1111: begin B[63:60]<=B[63:60]+1; end
                endcase
            end
    end
endmodule
==> results.toml <==
# yosys + openroad results
[run_status]
status = "finished with violations"
violations = "hold timing"

[pwr]
p_clk_share_pct = 46.9
ir_drop_uv = 339
intPower_uw = 3010
p_sw_uw = 499
swShare_pct = 14.2
seqPwrFrac_pct = 51.5
leakagePower_uw = 0.00291
combPwrFrac_pct = 1.5
power_density_nw_per_um2 = 439

[synth]
syn_avg_cell_area_um2 = 15.7
synth.cellmix.xorXnorShare_pct = 10.2
yosys.area.top_type_share_pct = 69.7
synth.yosys.seq_area_share_pct = 69.7
logic_family = "XOR/XNOR gates"
synthSimpleGateAreaFrac_pct = 8.38
yosys_cells = 356
ys.flops = 130
synthDistinctLibCells = 17
mux_share_pct = 0
ys_area_um2 = 5600
synth-compound-area-share_pct = 0
largest_area_cell = "edfxtp_1"
ys_warn_count = 1
syn-cell-area_um2 = 5600
area_leaders = "edfxtp_1 70%, ha_1 8.3%, xnor2_1 5.2%"
adder_share_pct = 8.26
syn_inst = 356

[setup_path]
crit_fanout = 6
crit_required_ns = 2.64
r2r-start = "state[0]$_DFFE_PP_"
start_kind = "primary input"
r2r_cells = 4
crit_path_end_kind = "primary output"
crit_type = "in2out"
rrSetupSlack_ns = 1.56
cp.arrival_ns = 2.34
r2r-end = "A[19]$_DFFE_PP_"

[global_route]
grt_overflow = 0
antenna_found_initial = 0
grt_pass1_wl_um = 18300
grt_usage_pct = 12.6
grt_max_degree = 33
first_global_vias = 3477

[final_layout]
synthToLayoutAreaGrowth_pct = 42.5
postLayoutCoreUtil_pct = 44.0
lay_top_count = "clkdlybuf4s50_1"
drive_above_1_share_pct = 10.1
stdcell_area_um2 = 7980
mostFrequentLayoutCells = "141 x clkdlybuf4s50_1, 130 x edfxtp_1, 37 x ha_1"

[min_path]
min_path_type = "clk2reg"
min_path_cells = 1
worstHoldStart = "push_out[1]"
hold-path-endpoint = "state[1]$_DFFE_PP_"

[final_timing]
final_hold_viol_count = 1
worstMarginPinSlew_ns = 0.589
maxSlewViolCount = 0
relSlewSlack_pct = 60.4
timing.hold.ws_ns = -0.0169
rsz0062_at_grt = "no"
fmax_mhz = 334
setup_viol = 0
fin_crit_ns = 3.00
finalWorstSetupSlack_ns = 0.303
fin_worst_skew_ns = 0.140
fin_tns_setup_ns = 0
fin_crit_sh_pct = 90.8

[clocking]
clkLatencyLatePin_ns = 0.35
post_cts_resized = 0
cts_tree = "yes"
cts_num_sinks = 130
post-cts-setup-buffer-count = 0
hold_buffers = 0
path_clk_slew_ns = 0.03

[job]
warning_count = 169
cap_violations = 0

[routing]
num_vias = 3353
drt_pass1_iterations = 24
ant_nets = 0
route.detailed.drc = 0
wirelength_um = 11100
wl_per_cell_um = 14.4
via_per_inst = 4.35
antenna_cells = 0
drt_iter0_drc = 138

[placed_design]
place.gp.congestion = 0.787
dpl_worst_slack_ns = 0.311
hpwl_um = 8280
port_buffers = 141
place_area_um2 = 7370

[floorplan]
die_area_um2 = 19200
fp_util_pct = 30.9
pin_count = 144
core.rowCount = 49
fp.dieW_um = 139
coreArea_um2 = 18100
die_y_um = 139
==> final cells by class <==
type                            count  area [um^2]
Fill cell                        1598        10200
Sequential cell                   130         3900
Timing Repair Buffer              159         1550
Multi-Input combinational cell    182         1500
Clock buffer                       24          515
Tap cell                          229          287
Inverter                           36          135
Clock inverter                     11         92.6
==> power by group through the flow <==
stage | clock network, uW | logic, uW | registers (uW)
5_1_grt | 2000 | 59.2 | 1800
6_report | 1650 | 52.9 | 1810
4_1_cts | 1920 | 54.8 | 1800
==> synthesized netlist by cell type <==
| cell | n |
|---|---|
| and2_1 | 4 |
| buf_2 | 1 |
| buf_6 | 4 |
| clkbuf_1 | 3 |
| edfxtp_1 | 130 |
| ha_1 | 37 |
| inv_1 | 36 |
| nand2_1 | 5 |
| nand2b_1 | 6 |
| nand3_1 | 32 |
| nor3_1 | 24 |
| nor4_1 | 2 |
| nor4_2 | 5 |
| nor4_4 | 1 |
| or4_4 | 1 |
| xnor2_1 | 33 |
| xor2_1 | 32 |
==> state kept, by name (all words and copies together) (netlist names) <==
signal and count:
B 64, state 2, A 64
==> worst max-delay path by stage <==
stage / start / endpoint / slack [ns] / cells after the start
4_1_cts: disp_ctr[3] / blinke[1] / 0.30 / 5
5_1_grt: disp_ctr[3] / blinke[1] / 0.18 / 5
6_report: disp_ctr[3] / blinke[1] / 0.30 / 5
==> through the flow <==
| stage | total power, uW | instances | hold slack, ns |
|---|---|---|---|
| 2_1_floorplan | 1870 | 356 | 0.194 |
| 3_3_place_gp | 1900 | 736 | 0.194 |
| 3_5_place_dp | 1900 | 736 | 0.194 |
| 4_1_cts | 3770 | 771 | -0.0245 |
| 5_1_grt | 3860 | 771 | -0.0199 |
| 6_report | 3500 | 771 | -0.0169 |
==> critical path, cell delays in order <==
cell and delay (ns):
clkdlybuf4s50_1 0.39, or4_4 0.53, inv_1 0.15, and2_1 0.15, clkdlybuf4s50_1 0.45
==> cells by family (layout without fill, tap and decap cells) <==
kind of cell / Yosys count / in the layout
adders and majority gates: 37 / 37
xor gates and xnor gates: 65 / 65
DFF: 130 / 130
buffers and inverters: 44 / 230
and+or+nand+nor: 80 / 80
==> routing by layer <==
| layer | global-route usage [%] | vias up | wire length (um) |
|---|---|---|---|
| met2 | 17.7 | 113 | 4690 |
| met5 | 0 | - | 0 |
| met4 | 2.16 | 0 | 144 |
| met3 | 5.59 | 10 | 1060 |
| met1 | 19.4 | 1603 | 5170 |
| li1 | - | 1627 | - |
Power figures rest on the tool's default switching activity, not on a simulated workload.
