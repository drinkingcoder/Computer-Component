==> /design/flow/run.sh <==
#!/bin/bash
# OpenROAD 26Q1-2900-gdf79404cd8, Yosys 0.63+post, stock flow scripts
make -C /OpenROAD-flow-scripts/flow DESIGN_CONFIG=/design/flow/config.mk WORK_HOME=/design/flow/orfs finish
==> /design/flow/config.mk <==
export PLATFORM = sky130hd
export DESIGN_NAME = float_calc
export DESIGN_NICKNAME = float_calc
export VERILOG_FILES = /design/flow/design.v
export SDC_FILE = /design/flow/constraint.sdc
export NUM_CORES = 4
export LEC_CHECK = 1
export CORE_UTILIZATION = 50
==> /design/flow/constraint.sdc <==
current_design float_calc

set clk_period 33.2
set clk_io_pct 0.2

create_clock -name clk0 -period $clk_period [get_ports {clk}]

set non_clock_inputs [all_inputs -no_clocks]
set_input_delay [expr $clk_period * $clk_io_pct] -clock clk0 $non_clock_inputs
set_output_delay [expr $clk_period * $clk_io_pct] -clock clk0 [all_outputs]
==> /design/flow/design.v <==
`timescale 1ns / 1ps
module count_digits_high(
	clk, a, s, tmp
    );
input wire clk;
input wire[31:0] a;
output reg[31:0] s=0;
output reg [31:0]tmp;
reg olda=0;
always @(posedge clk)
begin
	if(olda!=a)
	begin
		olda=a;
		tmp=a;
		s=0;
	end
	if((tmp&32'hFF000000)!=0)
	begin
		tmp=tmp>>1;
		s=s+1;
	end
end
endmodule
`timescale 1ns / 1ps
module count_digits_low(
	clk, a, s, x
    );
input wire clk;
input wire[31:0] a;
output reg[31:0] s=0;
output reg [31:0]x;
reg [31:0]olda=0;
always @(posedge clk)
begin
	if(olda!=a)
	begin
		olda=a;
		x=a;
		s=0;
	end
	if((x&32'h00800000)==0)
	begin
		x=x<<1;
		s=s+1;
	end
end
endmodule
`timescale 1ns / 1ps
module float_add(
	clk, A, B, S, overflow 
    );
input wire clk;
input wire [31:0]A;
input wire [31:0]B;
output reg [31:0]S=0;
output reg overflow;
wire [31:0]ans1;
wire [31:0]ans2;
wire [31:0]count_high;
wire [31:0]count_low;
reg [31:0]a=0;
reg [31:0]b=0;
reg [31:0]m=0;
reg [31:0]e=0;
reg [31:0]m1=0;
reg [31:0]m2=0;
reg [31:0]e1=0;
reg [31:0]e2=0;
reg flag=0;
reg add_sub=0;
assign s1=A>>31;
assign s2=B>>31;
count_digits_low countlow_ins(clk,m,count_low,ans1);
count_digits_high counthigh_ins(clk,m,count_high,ans2);
always @(A or B)
begin
	if((A!=0)&&(B!=0))
	begin
		case ({s1,s2})
			2'b00:begin a=A; b=B; flag=0; add_sub=0;	end
			2'b01:begin a=A; b=B^(1<<31);flag=0; add_sub=1;	end
			2'b10:begin a=B; b=A^(1<<31); flag=0; add_sub=1; end
			2'b11:begin a=A^(1<<31); b=B^(1<<31); flag=1; add_sub=0; end
		endcase
		e1=(a>>23)&32'hFF;
		e2=(b>>23)&32'hFF;
		m1=(a&32'h7FFFFF)|32'h00800000;
		m2=(b&32'h7FFFFF)|32'h00800000;
		if(e1>e2)
		begin
			e=e1;
			m2=m2>>(e1-e2);
		end else
		begin
			e=e2;
			m1=m1>>(e2-e1);
		end
		if(add_sub==0) m=m1+m2;
		else if(m1>=m2) m=m1-m2;
		else begin
			flag=flag^1;
			m=m2-m1;
		end
		if(m<0)
		begin
			m=-m;
			flag=flag^1;
		end
		if(m==0) e=0;
	end
end
always @(count_low or count_high or ans1 or ans2 or A or B)
begin 
	if((A[30:23]==8'hff)||(B[30:23]==8'hff))
	begin
		S=32'h7f800000;
		overflow=1;
	end else if(A==0)
	begin
		S=B;
		overflow=0;
	end else if(B==0)
	begin
		S=A;
		overflow=0;
	end else if(m==0) 
	begin 
		S=0;
		overflow=0;
	end else if(count_high>0)
	begin
		S=((e+count_high)<<23)|(ans2&32'h7FFFFF)|(flag<<31);
		if(((e+count_high)>=255)||((e+count_high)<0)) overflow=1;
		else overflow=0;
	end else
	begin
		S=((e-count_low)<<23)|(ans1&32'h7FFFFF)|(flag<<31);
		if(((e-count_low)<0)||((e-count_low)>=255)) overflow=1;
		else overflow=0;
	end
end
endmodule
`timescale 1ns / 1ps
module float_calc(
	clk, A, B, float_add, float_sub, float_mul, float_div, overflow, err
    );
input wire clk;
input wire [31:0]A;
input wire [31:0]B;
output wire [31:0]float_add;
output wire [31:0]float_sub;
output wire [31:0]float_mul;
output wire [31:0]float_div;
output wire [3:0]overflow;
output wire err;
float_add float_add_ins(clk, A, B, float_add, overflow[0]);
float_sub float_sub_ins(clk, A, B, float_sub, overflow[1]);
float_mul float_mul_ins(clk, A, B, float_mul, overflow[2]);
float_div float_div_ins(clk, A, B, float_div, overflow[3], err);
endmodule
`timescale 1ns / 1ps
module float_div(
	clk, A, B, S, overflow, ERR
    );
input wire clk;
input wire [31:0]A;
input wire [31:0]B;
output reg [31:0]S;
output reg overflow;
output reg ERR=0;
reg [31:0]m;
reg [31:0]m1;
reg [31:0]m2;
reg [31:0]e;
reg [31:0]e1;
reg [31:0]e2;
reg [31:0]olda=0;
reg [31:0]oldb=0;
always @(posedge clk)
begin
	if((olda!=A)||(oldb!=B))
	begin
		olda=A;
		oldb=B;
		if(B==0) ERR=1;
		else ERR=0;
		e1=(A>>23)&32'hFF;
		e2=(B>>23)&32'hFF;
		m1=(A&32'h7FFFFF)|32'h800000;
		m2=(B&32'h7FFFFF)|32'h800000;
		e=(e1-e2)+127;
		if(m1<m2) e=e-1;
		m=0;
	end
	if((m&32'h800000)==0)
	begin
		m=m<<1;
		if(m1>=m2)
		begin
			m=m+1;
			m1=m1-m2;
		end
		m1=m1<<1;
	end	
	if((A[30:23]==8'hff)||(B[30:23]==8'hff))
	begin
		S=32'h7f800000;
		overflow=1;
	end else if(A==0) 
	begin
		S=0;
		overflow=0;
	end else if(e<255)
	begin
		S=((A^B)&32'h80000000)|(e<<23)|(m&32'h7FFFFF);
		overflow=0;
	end else begin
		S=32'h7f800000;
		overflow=1;
	end 
end
endmodule
`timescale 1ns / 1ps
module float_mul(
	clk, A, B, S, overflow, e
    );
input wire clk;
input wire [31:0]A;
input wire [31:0]B;
output reg [31:0]S;
output reg overflow;
reg [31:0]e1;
reg [31:0]e2;
reg [31:0]m1;
reg [31:0]m2;
output reg [31:0]e;
reg [31:0]m;
reg [31:0]olda=0;
reg [31:0]oldb=0;
wire [31:0]ans;
wire [31:0]counthigh;
reg [31:0]h;
reg l;
count_digits_high counthigh_ins(clk,m,counthigh,ans);
always @(posedge clk)
begin
	if((olda!=A)||(oldb!=B))
	begin
		olda=A;
		oldb=B;
		e1=(A>>23)&32'hFF;
		e2=(B>>23)&32'hFF;
		m1=(A&32'h7FFFFF)|32'h800000;
		m2=(B&32'h7FFFFF)|32'h800000;
		e=(e1+e2)-127;
		h=32'h0;
		l=0;
		m=0;
	end
	if(m2!=0)
	begin
		l=h[0];
		h=h>>1;
		if((m2&1)==1) h=h+m1;
		m2=m2>>1;
	end
	m=h+l;
	if((A[30:23]==8'hff)||(B[30:23]==8'hff))
	begin
		S=32'h7f800000;
		overflow=1;
	end else if(e<255)
	begin
		if(A==0) S=0;
		else if(B==0) S=0;
		else S=((A^B)&32'h80000000)|((e+counthigh)<<23)|(ans&32'h7FFFFF);
		overflow=0;
	end else begin
		S=32'h7f800000;
		overflow=1;
	end
end
endmodule
`timescale 1ns / 1ps
module float_sub(
	clk, A, B, S, overflow
    );
input wire clk;
input wire [31:0]A;
input wire [31:0]B;
output wire [31:0]S;
output wire overflow;
float_add float_add_ins(clk,A,B^(1<<31),S,overflow);
endmodule
==> flow_summary.json <==
{
  "status": "finished clean",
  "cts_root_buf": "clkbuf_16",
  "grt_pass1_wl_mm": 311,
  "endpoint_kind": "output pin",
  "placed_area_um2": 63700,
  "post_cts_buffers": 0,
  "slew_headroom_pct": 33.4,
  "hold_buffers": 0,
  "top_area_share_pct": 20.8,
  "area_leaders": "dfxtp_1 21%, edfxtp_1 9.9%, mux2i_1 6.4%, ha_1 6.4%, nor2_1 4.6%",
  "syn_to_final_growth_pct": 11.4,
  "drtIter0Drc": 4520,
  "power.internal_mw": 2.56,
  "yosysTopAreaCell": "dfxtp_1",
  "cellPowerDensity_nw_per_um2": 61.7,
  "path_clk_slew_ps": 60,
  "pwr-share-seq_pct": 34.0,
  "worstPathRequired_ps": 26560,
  "wl_per_cell_um": 23.1,
  "warnings": 133,
  "yosysCellCount": 7287,
  "routed_via_density": 6.03,
  "port_buffers": 197,
  "cp.arrival_ps": 10990,
  "yosysChipArea_um2": 60200,
  "skew_ps": 42.0,
  "syn_area_per_cell_um2": 8.26,
  "fp.dieH_um": 349,
  "pwr-share-clk_pct": 27.3,
  "critPathKind": "in2out",
  "cts_resized": 0,
  "grt_pass1_vias": 50500,
  "finalClockPeriodUsage_pct": 53.1,
  "numCtsBuffers": 95,
  "core_area_um2": 119000,
  "track_usage_pct": 34.7,
  "crit_fanout": 37,
  "overflow": 0,
  "sw_frac_of_total_pct": 38.2,
  "drt_first_pass_iters": 9,
  "crit_start": "A[18]",
  "num_antenna_cells": 0,
  "antenna_found_initial": 4,
  "cts_tree": "done",
  "htree_levels": 3,
  "ys_ff": 906,
  "critical_path_buf_inv_count": 3,
  "die_width_um": 349,
  "hpwl_mm": 152,
  "globalplace.congestion": 1.04,
  "maxCapViolations": 0,
  "num_io_pins": 198,
  "finalSetupTns_ps": 0,
  "unclocked_regs": 82,
  "rows": 126,
  "dieArea_um2": 122000,
  "edf_count": 199,
  "cp_slowest_cell": "or2_2",
  "ir_worst_vdd_uv": 53.6,
  "num_vias": 53900,
  "slew_violations": 0,
  "hold_start": "float_div_ins.m2[23]$_DFF_P_",
  "period_minus_slack_ps": 17630,
  "ys_warn_count": 7,
  "worstReg2RegStart": "float_mul_ins.oldb[0]$_DFFE_PP_",
  "antenna_left": 0,
  "p_sw_mw": 1.58,
  "wl_mm": 206,
  "synth_cell_type_count": 111,
  "rsz0062_at_grt": "false",
  "drive_gt1_share_pct": 7.53,
  "cp_common_cell": "clkdlybuf4s50_1",
  "cts.path.max_buffers": 3,
  "design_area_um2": 67100,
  "synth_area_um2": 60200,
  "p_comb_share_pct": 38.7,
  "finalSetupViolCount": 0,
  "path_cells": "clkdlybuf4s50_1 -> buf_4 -> nor4_1 -> nand4_1 -> or2_2 -> nand2b_1 -> or3_1 -> o21ai_0 -> clkdlybuf4s50_1",
  "drc": 0,
  "fmaxAchievable_ghz": 0.0567,
  "worstMarginPinSlew_ps": 991,
  "fp_util_pct": 50.7,
  "netlist_instances": 7287,
  "crit_path_max_incr_delay_ps": 730,
  "grt_max_degree": 141,
  "hold_class": "reg2reg",
  "async_reset_ff_share_pct": 0,
  "p_leak_nw": 27.0,
  "critical-path-top-delay-family": "simple AND/OR/NAND/NOR gates",
  "critPathLaunchType": "input port",
  "hold_viol": 0,
  "synthFlopType": "dfxtp_1",
  "clk_latency_ps": 730,
  "untimed_endpoints": 148
}
-- metrics by stage --
stage | util [%] | hold WS, ps | std cells | worst slack, ps | power, mW
2_1_floorplan | - | 397 | 7290 | 18150 | 2.38
5_1_grt | 56.5 | 460 | 8942 | 15490 | 4.35
3_5_place_dp | 53.6 | 415 | 8765 | 15620 | 2.99
3_3_place_gp | 53.6 | 413 | 8765 | 15700 | 2.99
6_report | 56.5 | 426 | 8942 | 15570 | 4.14
4_1_cts | 56.5 | 432 | 8942 | 15610 | 4.13
-- final timing paths --
kind | to | slack (ps) | cells after the start
setup / recovery | overflow[0] | 15570 | 9
hold / removal | float_div_ins.m2[23]$_DFF_P_ | 430 | 2
setup reg to reg | float_mul_ins.m[31]$_DFF_P_ | 25320 | 24
hold reg to reg | float_div_ins.m2[23]$_DFF_P_ | 430 | 2
-- synth_stat cells, drive strengths merged, types with 56 or more instances --
master,n
nor3,162
a21o,116
a31oi,83
a21oi,484
and2,102
mux2i,388
clkbuf,385
inv,302
or3,70
xnor2,240
xor2,234
nand2,617
buf,91
nand2b,56
ha,308
nand3,167
a211oi,90
mux2,109
o22ai,98
nand4,113
nor2,745
a221oi,78
and3,85
edfxtp,199
o21bai,65
dfxtp,625
nor4,153
nor2b,102
dlxtp,82
o21ai,356
-- worst register-to-register path, cell delays in order, from the launching register on --
cell and delay (ps):
edfxtp_1 380, xor2_1 170, nor4_1 770, nand4_1 250, nor4_2 490, buf_12 460
inv_4 340, buf_4 350, nand2_1 150, nand2_1 90, ha_1 250, or4_1 500
a21oi_1 220, nor3_1 130, a2111oi_0 810, nor3_1 230, o21a_1 270, o311ai_0 600
a21oi_1 220, o21ai_0 200, nand2b_1 90, xnor2_1 130, o221ai_1 340, nand4b_1 170
xnor2_1 150
-- area by class of cell --
cell class | instances | area, µm²
Clock inverter | 56 | 731
Fill cell | 10600 | 51600
Tap cell | 1600 | 2000
Multi-Input combinational cell | 5596 | 37600
Timing Repair Buffer | 351 | 3150
Clock buffer | 121 | 2670
Inverter | 312 | 1180
Sequential cell | 906 | 19700
-- cell families (layout without fill, tap and decap cells) --
logic type | after synthesis | count (layout) | share of synthesized area [%]
latches | 82 | 82 | 2.04
other cells | 1 | 4 | 0.00623
flops | 824 | 824 | 30.7
compound gates | 1730 | 1730 | 18.5
xor+xnor | 476 | 476 | 6.97
mux | 512 | 512 | 9.05
fa+ha+maj | 323 | 323 | 6.90
buf+inv | 788 | 840 | 5.08
simple gates | 2551 | 2551 | 20.8
-- metal layers --
layer	GRT usage, %	up-vias	wire (µm)
met1	47.1	25200	85100
met5	1.48	-	307
li1	-	26200	-
met4	14.8	12	10900
met3	10.1	473	18500
met2	52.6	2036	91700
-- cells in the final DEF, fill, tap and decap left out, types with 31 or more instances in the layout --
cell	instances
a211oi_1	87
a21o_1	116
a21oi_1	482
a221oi_1	77
a31oi_1	83
and2_1	101
and3_1	84
buf_4	152
clkbuf_16	100
clkdlybuf4s50_1	197
dfxtp_1	624
dlxtp_1	82
edfxtp_1	199
ha_1	304
inv_1	300
mux2_2	108
mux2i_1	387
nand2_1	612
nand2b_1	56
nand3_1	166
nand4_1	113
nor2_1	733
nor2b_1	102
nor3_1	159
nor4_1	147
o211ai_1	36
o21a_1	48
o21ai_0	344
o21bai_1	64
o22ai_1	98
o31ai_1	35
or2_2	40
or3_1	70
or4_1	31
xnor2_1	240
xor2_1	234
-- power by group through the flow --
stage | registers, mW | clock network, mW | logic (mW)
global route | 1.43 | 1.19 | 1.73
finish | 1.41 | 1.13 | 1.60
CTS | 1.41 | 1.15 | 1.58
No activity file was given, so power comes from the tool's default toggle rates.
